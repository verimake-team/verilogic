==> design.v <==
`timescale 1ns/ 1ps
module  HVCOUNT#(
    parameter IMG_W   = 200,
    parameter IMG_H   = 164,
    parameter cnt_x0  = 16 ,  
    parameter cnt_x1  = 10 ,
    parameter cnt_y0  = 5  ,
    parameter cnt_y1  = 5  ,
    parameter pixel   = 500
)(
    input                            clk        ,
    input                            rst_n      ,
    input [23:0]                     i_binary   ,
    input                            i_hsync    ,
    input                            i_vsync    ,
    input                            i_de       ,
    output [23:0]                    o_binary   ,
    output signed       [31:0]       mid_y      ,
    output signed       [31:0]       mid_x      ,
    output reg signed   [31:0]       p_sum      ,
    output                           o_hsync    ,
    output                           o_vsync    , 
    output                           o_de                
);
reg [10:0]              hcnt         ;
reg [10:0]              vcnt         ;
reg [23:0]              cnt_delete   ;
reg [9:0]               hcount_begin ;
reg [9:0]               vcount_begin ;
reg [9:0]               hcount_end   ;
reg [9:0]               vcount_end   ;
reg                     delay_de_1   ;
reg                     delay_hsync_1;
reg                     delay_vsync_1;
wire                    flag0        ;
wire                    flag1        ;
reg [10:0]              x0           ;
reg [10:0]              y0           ;
reg [10:0]              x1           ;
reg [10:0]              y1           ;
reg [23:0]              i_binary_r   ;
reg                     flag_delete  ;
reg signed [31:0]       mid_yr       ;
reg signed [31:0]       mid_xr       ;
assign flag0    =(x0<hcnt && hcnt<x1)?1'b1:1'b0;
assign flag1    =(y0<vcnt && vcnt<y1)?1'b1:1'b0;
assign o_binary =i_binary_r;
assign o_de     =delay_de_1;
assign o_hsync  =delay_hsync_1;
assign o_vsync  =delay_vsync_1;
assign mid_y    =mid_yr;
assign mid_x    =mid_xr;
always@(posedge  clk)begin
    delay_de_1   <=i_de;
    delay_hsync_1<=i_hsync;
    delay_vsync_1<=i_vsync;
end
always@(posedge clk or negedge rst_n)begin
    if(!rst_n) begin 
        hcnt<=11'd0;
    end 
    else if (hcnt==IMG_W-1'b1)begin 
        hcnt<=11'd0;
    end 
    else if(i_de==1'b1)begin 
        hcnt<=hcnt+1'b1;
    end 
    else begin 
        hcnt<=11'd0;
    end 
end 
always@(posedge clk or negedge rst_n)begin
    if(!rst_n) begin 
        vcnt<=11'd0;
    end 
    else if ( hcnt==IMG_W-1'b1) begin
        if(vcnt==IMG_H-1'b1 )begin 
            vcnt<=11'd0;
        end 
        else begin 
            vcnt<=vcnt+1'b1;
        end 
     end
end 
always@(posedge clk or negedge rst_n)begin
    if(!rst_n)begin 
        hcount_begin<=10'd0;
    end 
    else if (i_de==1'b1)begin
        if(hcount_begin==cnt_x0)begin 
            hcount_begin<=cnt_x0;
        end 
        else if(i_binary==24'd0)begin 
            hcount_begin<=hcount_begin+1'b1;
        end 
        else begin 
            hcount_begin<=10'd0;
        end 
    end
    else begin 
        hcount_begin<=10'd0;
    end 
end
always@(posedge clk or negedge rst_n)begin
    if(!rst_n)begin 
        vcount_begin<=10'd0;
    end 
    else if(vcnt!=IMG_H-1'b1 )begin
        if (vcount_begin==cnt_y0)begin 
            vcount_begin<=cnt_y0;
        end 
        else if (hcnt==IMG_W-1'b1)begin
            if (hcount_begin==cnt_x0 )begin 
                vcount_begin<=vcount_begin+1'b1;
            end 
            else begin 
                vcount_begin<=10'd0;
            end 
        end
    end
    else begin 
         vcount_begin<=10'd0;
    end 
end
always@(posedge clk or negedge rst_n)begin
    if(!rst_n)begin 
        hcount_end<=10'd0;
    end 
    else if (hcount_begin==cnt_x0)begin
        if(hcount_end==cnt_x1)begin 
            hcount_end<=cnt_x1;
        end 
        else if(i_binary==24'hffffff)begin 
            hcount_end<=hcount_end+1'b1;
        end 
        else begin 
            hcount_end<=10'd0;
        end 
    end
    else begin 
        hcount_end<=10'd0;
    end 
end
always@(posedge clk or negedge rst_n)begin
    if(!rst_n)begin 
        vcount_end<=10'd0;
    end 
    else if (vcount_begin==cnt_y0  )begin
        if(vcount_end==cnt_y1)begin
            vcount_end<=cnt_y1;
        end 
        else if (hcnt==IMG_W-1'b1)begin
             if (hcount_begin==10'd0)begin 
                vcount_end<=vcount_end+1'b1;
             end 
            else begin 
                vcount_end<=10'd0;
            end 
        end
    end
    else begin 
        vcount_end<=10'd0;
    end 
end
always@(posedge clk or negedge rst_n)begin
    if(!rst_n)begin 
        cnt_delete<=24'd0;
    end 
    else if (vcnt==IMG_H-1'b1 && hcnt==IMG_W-1'b1 )begin
        cnt_delete<=24'd0;
    end 
    else if(i_binary==24'h000000)begin 
        cnt_delete<=cnt_delete+1'b1;
    end 
end
always@(posedge clk or negedge rst_n )begin
    if(!rst_n)begin 
        flag_delete<=1'b0;
    end 
    else if( vcnt==IMG_H-3'd5 && hcnt==IMG_W-4'd10)begin
        if(cnt_delete<pixel)begin 
            flag_delete<=1'b1;
        end             
        else begin 
            flag_delete<=1'b0; 
        end 
    end
end
always@(posedge clk or negedge rst_n)begin
    if(!rst_n)begin
        x0<=11'd0;
        y0<=11'd0;
        x1<=11'd0;
    end 
    else if (vcount_begin==cnt_y0-1'b1)begin
        if(hcount_begin==cnt_x0-1'b1)begin
            x0<=hcnt-cnt_x0+1'b1;
            y0<=vcnt-cnt_y0+1'b1;
        end
        else if(hcount_end==cnt_x1-1'b1)begin
            x1<=hcnt-cnt_x1+1'b1;
        end
    end
    else if (flag_delete==1'b1)begin
        x0<=11'd0;
        y0<=11'd0;
        x1<=11'd0;
    end
end
always@(posedge clk or negedge rst_n)begin
    if(!rst_n)begin
        y1<=11'd0;
    end 
    else if(vcount_end==cnt_y1-1'b1  )begin
        y1<=vcnt-cnt_y1+1'b1;
    end
    else if(flag_delete==1'b1)begin 
        y1<=11'd0;
    end 
end
always@(posedge clk or negedge rst_n)begin
    if(!rst_n)begin 
        i_binary_r<=24'd0;
    end 
    else if (flag0==1'b1 && (vcnt==y0 || vcnt==y1))begin 
            i_binary_r<=24'hff0000;
    end 
    else if (flag1==1'b1 &&(hcnt==x0 || hcnt==x1))begin 
            i_binary_r<=24'hff0000;
    end 
    else if ( vcnt==mid_y && hcnt==mid_x)begin 
            i_binary_r<=24'hff0000;
    end 
    else begin 
        i_binary_r<=i_binary;
    end 
end
always@(posedge clk or negedge rst_n)begin
   if(!rst_n)begin      
       mid_yr<=32'd0;
       mid_xr<=32'd0;
       p_sum <=32'd0;
   end 
   else begin
       mid_yr <= (y1+y0)>>1; 
       mid_xr <= (x0+x1)>>1; 
       p_sum  <= (x1-x0)*(y1-y0);
   end 
 end 
endmodule
==> run.sh <==
#!/bin/bash
# OpenROAD 26Q1-2900-gdf79404cd8, Yosys 0.63+post, stock flow scripts
make -C /OpenROAD-flow-scripts/flow DESIGN_CONFIG=/design/flow/config.mk WORK_HOME=/design/flow/orfs finish
==> config.mk <==
export PLATFORM = sky130hd
export DESIGN_NAME = HVCOUNT
export DESIGN_NICKNAME = HVCOUNT
export VERILOG_FILES = /design/flow/design.v
export SDC_FILE = /design/flow/constraint.sdc
export NUM_CORES = 4
export LEC_CHECK = 1
export CORE_UTILIZATION = 50
==> constraint.sdc <==
current_design HVCOUNT

set clk_period 10.2
set clk_io_pct 0.2

create_clock -name clk0 -period $clk_period [get_ports {clk}]

set non_clock_inputs [all_inputs -no_clocks]
set_input_delay [expr $clk_period * $clk_io_pct] -clock clk0 $non_clock_inputs
set_output_delay [expr $clk_period * $clk_io_pct] -clock clk0 [all_outputs]
==> results.txt <==
Results of an implementation run.

The run finished with clean final reports. The number of cell instances after yosys synthesis is 1,967. The clock-pin slew reported for the worst setup and hold paths after clock tree synthesis is 0.06 ns. The detailed-route vias per instance is between 5 and 6.

The final critical-path share of the clock period is 0.720. For this sky-water flow run, the detailed-routed wirelength per cell is reported as between 15 and 20 um. The ratio of cells with drive above 1 in the final layout is 0.0366. The classification of the worst-slack hold path is register to register. The internal power of the cells totals 0.00141 W. The chip area line in the Yosys stat output reads 17,800 um2. The share of total power consumed by net switching is 0.222. The initial antenna violation count is 0. The initial standard-cell utilization of the core is 0.511.

Looking at the VDD voltage map, the peak drop is 0.187 mV. The detailed router placed 13,200 vias in this run. The number of cells produced by synthesis is 1,967. Nets still carrying antenna violations after routing amount to 0. The critical path endpoint has a required time of 10.67 ns. Yosys mapped a number of flops with a built-in enable equal to 0.

The global placement routability congestion is 0.957. The share of total power dissipated in combinational logic is 0.047. The largest total area in the synthesized netlist belongs to sky130_fd_sc_hd__dfrtp_1. The number of fillers in the final layout is 3,033. The clock tree from TritonCTS is done. In this run the mean area of a mapped cell was 9.03 um2. The logic depth of the worst register-to-register path is 25. The data arrival time at the worst-slack endpoint is 7.82 ns. The report gives the cell count of the worst hold path as 1. The DRC marker count from the first detailed-route iteration is 642. The pre-CTS setup check shows a worst slack of 2.93 ns. Setup repair after global routing left no endpoint under its margin. Buffers inserted to repair hold after CTS numbered 0. Counting distinct cell types in the post-synthesis netlist gives 63.

The static leakage is 9.58 nW. The buffer cell driving the clock tree root is sky130_fd_sc_hd__clkbuf_16. The highest attainable clock frequency is 136 MHz. The HPWL after detailed placement is ~32,000 um. In the routed netlist, the antenna diode instances number 0.

According to the floorplan report, the total die area is 36,300 um2. By count the netlist is led by sky130_fd_sc_hd__inv_1 (277), sky130_fd_sc_hd__dfrtp_1 (201), sky130_fd_sc_hd__nand2_1 (164). The top-level I/O count is 152. In the post-route report, total wirelength is listed as about 41,000 um. Hold-check failures listed in the final report amount to 0. The flow measured a signed area growth from synthesis to layout of 12.5%. The proportion of synthesized chip area in sequential cells is 0.286.

The worst setup path is captured at a register. The area of the core region is 34,800 um2. The report shows a maximum critical-path fanout of 9. From the final report, the count of setup violators was given as 0. The main area contributors are sky130_fd_sc_hd__dfrtp_1 (28%), sky130_fd_sc_hd__fa_1 (16%), sky130_fd_sc_hd__ha_1 (11%).

The number of global-route vias before repair is 13,300. Total global-route track usage over all layers is 0.250. The setup clock skew after layout is 0.00943 ns. The die is 191 um tall. The count of instances resized after the clock tree is built is 0. The width of the chip is 191 um. The post-synthesis async set-or-reset flop share is 0.985.

Synthesis inferred slightly above 200 register bits. The worst setup path is launched from a register. After routing, the total negative slack on setup checks comes to 0 ns. The count of buffers from port buffering is around 110. The setup fix buffers added after clock tree synthesis is 0. The area fraction of the largest cell type after synthesis is 0.283. The post-layout minimum cycle time is between 7 and 8 ns. The slack of the critical path is roughly 2.9 ns.

For this run, design rule violations remaining after detail routing come to 0. The warning tally printed by Yosys for this design is 1. In this run the number of H-tree levels came out at 1. The number of CTS-inserted buffers is 26. The total net switching power is 0.000402 W.

Entering global routing, the biggest net connects 68 pins. The headroom to the max-slew limit is 0.433. The most frequently used library cell after synthesis is sky130_fd_sc_hd__inv_1. The clock share of power is 0.496. The clock sink count is around 200. The category of the critical setup timing path is register to register. The netlist area before placement is 17,800 um2. Per the CTS log, the buffer count on the longest clock path is 3. The most used flip-flop cell after synthesis is sky130_fd_sc_hd__dfrtp_1. The max-slew violation count is 0. The number of standard-cell rows in the floorplan is slightly below 70. Of the total power, registers draw 0.457. The power density over the cells is 90.6 nW/um2. The slew at the pin with the worst max-slew slack is about 0.85 ns. The stage logs contain a warning count of approximately 57. The first-pass GRT wire length is between 60,000 and 70,000 um.

The count of TritonRoute iterations in the first routing pass is 5. For the worst-skew pair, the clock arrives at the later sink with an insertion delay of 0.56 ns. Per the run summary, max-cap violations total 0. The total overflow left after global routing is 0. The total chip power is roughly 0.0018 W.
## power groups by stage
stage     clock network, W  logic [W]  registers, W
6_report          0.000898  0.0000855      0.000828
5_1_grt           0.000961  0.0000966      0.000829
4_1_cts           0.000930  0.0000885      0.000828
## worst paths after layout
check | start | end | slack (ns)
setup / recovery | y0[1] | p_sum[22] | 2.86
hold / removal | hcount_begin[0] | hcount_begin[0] | 0.49
setup reg to reg | y0[1] | p_sum[22] | 2.86
hold reg to reg | hcount_begin[0] | hcount_begin[0] | 0.49
max in group asynchronous | rst_n | hcount_begin[9] | 7.54
min in group asynchronous | rst_n | p_sum[6] | 1.50
## sequential cells by signal, indices dropped and copies added (netlist names)
signal         cells
p_sum             24
vcount_begin      10
delay_de_1         1
mid_xr            11
mid_yr            11
hcnt              11
cnt_delete        24
y1                11
x0                11
delay_vsync_1      1
flag_delete        1
vcount_end        10
vcnt              11
x1                11
delay_hsync_1      1
y0                11
hcount_begin      10
hcount_end        10
i_binary_r        24
## cells in the final DEF (no fill, tap or decap), drive strengths merged, types with 28 or more instances in the layout
| master | n |
|---|---|
| nor3 | 37 |
| conb | 42 |
| o21ai | 113 |
| nand2 | 164 |
| fa | 143 |
| nand3 | 55 |
| ha | 156 |
| nand2b | 38 |
| clkbuf | 41 |
| nor4 | 28 |
| xor2 | 49 |
| dfrtp | 201 |
| nand4 | 30 |
| a21oi | 68 |
| xnor2 | 99 |
| clkdlybuf4s50 | 108 |
| nor2b | 33 |
| inv | 277 |
| nor2 | 156 |
## cell families (layout without fill, tap and decap cells)
kind of cell,Yosys count,count (layout),share of synthesized area
multiplexers,1,1,0.000634
flip-flops,204,204,0.286
buffers and inverters,385,456,0.0924
XOR/XNOR,148,148,0.0729
other,1,42,0.000211
AND/OR/NAND/NOR,665,665,0.188
AND-OR/OR-AND,264,264,0.0882
adder cells (fa/ha/maj),299,299,0.271
## final cells by class
class	count	area (um2)	share of cell area
tap	455	569	0.0285
multi-input combinational	1419	11200	0.560
inverter	279	1050	0.0524
clock buffer	40	733	0.0367
timing repair buffer	132	1270	0.0634
sequential	204	5090	0.254
clock inverter	5	100	0.00500
## per-stage QoR
stage          instance area, um2  std cells  utilization  hold WS [ns]
2_1_floorplan               17900       2008            -         0.468
3_3_place_gp                19200       2489        0.551         0.498
3_5_place_dp                19200       2489        0.551         0.493
4_1_cts                     20000       2534        0.575         0.501
5_1_grt                     20000       2534        0.575         0.521
6_report                    20000       2534        0.575         0.495
## worst max-delay path: stages (launching register included)
cell	delay, ns
sky130_fd_sc_hd__dfrtp_1	0.46
sky130_fd_sc_hd__inv_1	0.11
sky130_fd_sc_hd__ha_1	0.32
sky130_fd_sc_hd__nor2b_1	0.13
sky130_fd_sc_hd__o21ai_0	0.23
sky130_fd_sc_hd__a21oi_1	0.13
sky130_fd_sc_hd__a211oi_1	0.34
sky130_fd_sc_hd__a21oi_1	0.17
sky130_fd_sc_hd__xor2_1	0.69
sky130_fd_sc_hd__nand2_1	0.16
sky130_fd_sc_hd__fa_1	0.54
sky130_fd_sc_hd__inv_1	0.05
sky130_fd_sc_hd__fa_1	0.46
sky130_fd_sc_hd__fa_1	0.51
sky130_fd_sc_hd__fa_1	0.54
sky130_fd_sc_hd__inv_1	0.05
sky130_fd_sc_hd__fa_1	0.52
sky130_fd_sc_hd__inv_1	0.04
sky130_fd_sc_hd__ha_1	0.34
sky130_fd_sc_hd__a21oi_1	0.22
sky130_fd_sc_hd__o21ai_0	0.17
sky130_fd_sc_hd__nor3b_1	0.32
sky130_fd_sc_hd__a21boi_0	0.19
sky130_fd_sc_hd__a41o_1	0.27
sky130_fd_sc_hd__a21oi_1	0.16
sky130_fd_sc_hd__xnor2_1	0.13
## per-layer routing
layer | GRT usage | share of wire | vias to the layer above
met5 | 0 | 0 | -
met4 | 0.0489 | 0.022 | 0
met3 | 0.0445 | 0.045 | 54
met2 | 0.402 | 0.48 | 234
met1 | 0.374 | 0.45 | 6398
li1 | - | - | 6535
No activity file was given, so power comes from the tool's default toggle rates.
